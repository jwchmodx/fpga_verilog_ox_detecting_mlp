File: flow/design.v
`timescale 1ns/1ps
module text_lcd # (
   parameter DELAY      = 3'b000,
   parameter FUNC_SET   = 3'b001,
   parameter ENTRY_MODE = 3'b010,
   parameter DISP_ONOFF = 3'b011,
   parameter LINE_1     = 3'b100,
   parameter LINE_2     = 3'b101,
   parameter DELAY_T    = 3'b110,
   parameter DISP_CLEAR = 3'b111
) (
   input  clk,
   input  rst,
   output lcd_e,
   output reg lcd_rw,
   output reg lcd_rs,
   output reg [7:0] lcd_data
);
   reg [2:0] state;
   integer cnt;
   integer cnt_clk_100Hz;
   reg     clk_100Hz;
   always @(posedge clk or negedge rst) begin
      if (~rst) begin
         cnt_clk_100Hz = 0;
         clk_100Hz = 1'b0;
      end else if (cnt_clk_100Hz >= 500000) begin
         cnt_clk_100Hz = 0;
         clk_100Hz = ~clk_100Hz;
      end else begin
         cnt_clk_100Hz = cnt_clk_100Hz + 1;
      end
   end
   always @(posedge clk_100Hz or negedge rst) begin
      if (~rst) state = DELAY;
      else begin   
         case (state)
            DELAY:       if(cnt==70)  state = FUNC_SET;
            FUNC_SET:    if(cnt==30)  state = DISP_ONOFF;
            DISP_ONOFF:  if(cnt==30)  state = ENTRY_MODE;
            ENTRY_MODE:  if(cnt==30)  state = LINE_1;
            LINE_1:      if(cnt==20)  state = LINE_2;
            LINE_2:      if(cnt==20)  state = DELAY_T;
            DELAY_T:     if(cnt==400) state = DISP_CLEAR;
            DISP_CLEAR:  if(cnt==200) state = LINE_1;
            default:                  state = DELAY;
         endcase
      end
   end
   always @(posedge clk_100Hz or negedge rst) begin
      if(~rst) cnt=0;
      else begin   
         case(state)
            DELAY:       if(cnt>=70)  cnt=0;  else cnt=cnt+1;
            FUNC_SET:    if(cnt>=30)  cnt=0;  else cnt=cnt+1;
            DISP_ONOFF:  if(cnt>=30)  cnt=0;  else cnt=cnt+1;
            ENTRY_MODE:  if(cnt>=30)  cnt=0;  else cnt=cnt+1;
            LINE_1:      if(cnt>=20)  cnt=0;  else cnt=cnt+1;
            LINE_2:      if(cnt>=20)  cnt=0;  else cnt=cnt+1;
            DELAY_T:     if(cnt>=220) cnt=0;  else cnt=cnt+1;
            DISP_CLEAR:  if(cnt>=200) cnt=0;  else cnt=cnt+1;
            default:                  cnt=0;
         endcase
      end
   end
   always @(posedge clk_100Hz or negedge rst) begin
      if(~rst) begin          lcd_rw = 1'b1; lcd_rs = 1'b1; lcd_data = 8'h00;
      end else begin
         case(state)
            FUNC_SET:   begin lcd_rw = 1'b0; lcd_rs = 1'b0; lcd_data = 8'h38; end
            DISP_ONOFF: begin lcd_rw = 1'b0; lcd_rs = 1'b0; lcd_data = 8'h0c; end
            ENTRY_MODE: begin lcd_rw = 1'b0; lcd_rs = 1'b0; lcd_data = 8'h06; end
            LINE_1:     begin lcd_rw = 1'b0;
               case(cnt)
                  0:                   begin lcd_rs = 1'b0; lcd_data = 8'h80; end  
                  1:                   begin lcd_rs = 1'b1; lcd_data = 8'h44; end  
                  2:                   begin lcd_rs = 1'b1; lcd_data = 8'h69; end  
                  3:                   begin lcd_rs = 1'b1; lcd_data = 8'h67; end  
                  4:                   begin lcd_rs = 1'b1; lcd_data = 8'h69; end  
                  5:                   begin lcd_rs = 1'b1; lcd_data = 8'h74; end  
                  6:                   begin lcd_rs = 1'b1; lcd_data = 8'h61; end  
                  7:                   begin lcd_rs = 1'b1; lcd_data = 8'h6c; end  
                  8:                   begin lcd_rs = 1'b1; lcd_data = 8'h20; end  
                  9:                   begin lcd_rs = 1'b1; lcd_data = 8'h64; end  
                  10:                  begin lcd_rs = 1'b1; lcd_data = 8'h65; end  
                  11:                  begin lcd_rs = 1'b1; lcd_data = 8'h73; end  
                  12:                  begin lcd_rs = 1'b1; lcd_data = 8'h69; end  
                  13:                  begin lcd_rs = 1'b1; lcd_data = 8'h67; end  
                  14:                  begin lcd_rs = 1'b1; lcd_data = 8'h6e; end  
                  15:                  begin lcd_rs = 1'b1; lcd_data = 8'h3a; end  
                  16:                  begin lcd_rs = 1'b1; lcd_data = 8'h20; end  
                  default:             begin lcd_rs = 1'b1; lcd_data = 8'h20; end  
               endcase
            end
            LINE_2:     begin lcd_rw <= 1'b0;
               case(cnt)
                  0:                   begin lcd_rs = 1'b0; lcd_data = 8'hc0; end  
                  1:                   begin lcd_rs = 1'b1; lcd_data = 8'h48; end  
                  2:                   begin lcd_rs = 1'b1; lcd_data = 8'h65; end  
                  3:                   begin lcd_rs = 1'b1; lcd_data = 8'h6c; end  
                  4:                   begin lcd_rs = 1'b1; lcd_data = 8'h6c; end  
                  5:                   begin lcd_rs = 1'b1; lcd_data = 8'h6f; end  
                  6:                   begin lcd_rs = 1'b1; lcd_data = 8'h20; end  
                  7:                   begin lcd_rs = 1'b1; lcd_data = 8'h77; end  
                  8:                   begin lcd_rs = 1'b1; lcd_data = 8'h6f; end  
                  9:                   begin lcd_rs = 1'b1; lcd_data = 8'h72; end  
                  10:                  begin lcd_rs = 1'b1; lcd_data = 8'h6c; end  
                  11:                  begin lcd_rs = 1'b1; lcd_data = 8'h64; end  
                  12:                  begin lcd_rs = 1'b1; lcd_data = 8'h21; end  
                  13:                  begin lcd_rs = 1'b1; lcd_data = 8'h20; end  
                  14:                  begin lcd_rs = 1'b1; lcd_data = 8'h20; end  
                  15:                  begin lcd_rs = 1'b1; lcd_data = 8'h20; end  
                  16:                  begin lcd_rs = 1'b1; lcd_data = 8'h20; end  
                  default:             begin lcd_rs = 1'b1; lcd_data = 8'h20; end  
               endcase
            end
            DELAY_T:    begin lcd_rw = 1'b0; lcd_rs = 1'b0; lcd_data = 8'h02; end
            DISP_CLEAR: begin lcd_rw = 1'b0; lcd_rs = 1'b0; lcd_data = 8'h01; end
            default:    begin lcd_rw = 1'b1; lcd_rs = 1'b1; lcd_data = 8'h00; end
         endcase
      end
   end
   assign lcd_e = clk_100Hz;
endmodule
File: flow/run.sh
#!/bin/bash
# OpenROAD 26Q1-2900-gdf79404cd8, Yosys 0.63+post, stock flow scripts
make -C /OpenROAD-flow-scripts/flow DESIGN_CONFIG=/design/flow/config.mk WORK_HOME=/design/flow/orfs finish
File: flow/config.mk
export PLATFORM = sky130hd
export DESIGN_NAME = text_lcd
export DESIGN_NICKNAME = text_lcd
export VERILOG_FILES = /design/flow/design.v
export SDC_FILE = /design/flow/constraint.sdc
export NUM_CORES = 4
export LEC_CHECK = 1
export CORE_UTILIZATION = 30
File: flow/constraint.sdc
current_design text_lcd

set clk_period 3.6
set clk_io_pct 0.2

create_clock -name clk0 -period $clk_period [get_ports {clk}]

set non_clock_inputs [all_inputs -no_clocks]
set_input_delay [expr $clk_period * $clk_io_pct] -clock clk0 $non_clock_inputs
set_output_delay [expr $clk_period * $clk_io_pct] -clock clk0 [all_outputs]
==> flow_metrics.env <==
# source this file to load flow results
export IMPL_slew_worst_pin_ns=0.7474
export IMPL_flow_area_growth_from_synthesis_pct=9.428
export IMPL_ctsRootBufferMaster="sky130_fd_sc_hd__clkbuf_16"
export IMPL_design_power_total_uw=796.3
export IMPL_relSlewSlack=0.5017
export IMPL_timing_setup_critical_path_class="reg2reg"
export IMPL_worst_hold_slack_ns=0.3845
export IMPL_routed_via_density=4.879
export IMPL_num_fill_cells=1550
export IMPL_clk_path_buf_depth=2
export IMPL_antennaDiodeCount=0
export IMPL_synth_warning_count=1
export IMPL_die_width_um=128.4
export IMPL_cts_hold_buffers=0
export IMPL_rsz0062_at_grt="false"
export IMPL_floorplan_io_pins=13
export IMPL_enable_flop_cells=0
export IMPL_ff_latch_area_mm2=0.002081
export IMPL_maxCapViolCount=0
export IMPL_top_cell="sky130_fd_sc_hd__dfrtp_1"
export IMPL_first_pass_detailed_route_iteration_total=4
export IMPL_crit_start="cnt_clk_100Hz[0]"
export IMPL_share_of_the_synthesized_area_in_the_top_cell_type=0.4179
export IMPL_crit_family="simple AND/OR/NAND/NOR gates"
export IMPL_post_route_cell_area_mm2=0.005243
export IMPL_hold_violations=0
export IMPL_layout_cell_share_with_drive_strength_beyond_1=0.1198
export IMPL_leakagePower_nw=2.277
export IMPL_detailedRoute_firstIterationViolations=225
export IMPL_die_height_um=128.4
export IMPL_gp_congestion=0.8672
export IMPL_share_of_the_core_filled_with_cells_in_the_final_layout=0.3411
export IMPL_cp_bufs_invs=0
export IMPL_post_synth_instance_area_mm2=0.004791
export IMPL_clk_pin_slew_ns=0.05
export IMPL_cp_end_kind="flip-flop"
export IMPL_wire_length_reported_by_the_detailed_router_um=9148
export IMPL_core_area_mm2=0.01537
export IMPL_wl_per_cell_um=12.41
export IMPL_placed_area_mm2=0.005100
export IMPL_worst_setup_path_start_kind="flip-flop"
export IMPL_critical_path_depth=6
export IMPL_post_route_period_util=0.6952
export IMPL_placement_io_buffers=12
export IMPL_unclocked_regs=50
export IMPL_async_set_or_reset_flop_fraction_in_the_synthesized_netlist=1.000
export IMPL_drcViolationCount=0
export IMPL_worstPathArrival_ns=2.69
export IMPL_avgSynthCellArea_um2=9.108
export IMPL_openroad_warnings=37
export IMPL_multiInputGateArea_mm2=0.002521
export IMPL_antenna_found_initial=0
export IMPL_critical_path_max_stage_delay_ns=0.58
export IMPL_untimed_endpoints=60
export IMPL_synth_yosys_num_cells=526
export IMPL_cts_resized=0
export IMPL_outcome="completed"
export IMPL_critical_path_reg2reg_endpoint="cnt_clk_100Hz[28]"
export IMPL_synth_top_cells_by_count="sky130_fd_sc_hd__dfrtp_1, sky130_fd_sc_hd__nand2_1, sky130_fd_sc_hd__nor2_1"
export IMPL_period_minus_slack_ns=2.503
export IMPL_setup_viol_count_final=0
export IMPL_critical_path_cell_chain="ha_1 > nand4_1 > nor4_1 > nand3_1 > or3_1 > a21oi_1"
export IMPL_slew_viol_final=0
export IMPL_hold_class="in2async"
export IMPL_sequential_cell_area_fraction_in_the_yosys_report=0.4343
export IMPL_r2r_worst_path_cells=6
export IMPL_finalClockSkew_ns=0.002076
export IMPL_yosys_area_top_type="sky130_fd_sc_hd__dfrtp_1"
export IMPL_clk_insertion_delay_late_ns=0.27
export IMPL_crit_required_ns=3.79
export IMPL_crit_slowest_cell="sky130_fd_sc_hd__nor4_1"
export IMPL_row_count=45
export IMPL_worst_r2r_setup_slack_ns=1.10
export IMPL_dp_hpwl_um=6379
export IMPL_grt_pass1_wl_um=16620
export IMPL_crit_end="cnt_clk_100Hz[28]"
export IMPL_critical_path_peak_fanout=8
export IMPL_grt_start_max_net_pins=53
export IMPL_ant_nets=0
export IMPL_vias=3596
export IMPL_final_setup_tns_ns=0
export IMPL_grt_pass1_vias=3358
export IMPL_ys_area_mm2=0.004791
export IMPL_ys_ff=83
export IMPL_starting_density_of_the_core=0.3117
export IMPL_chipArea_mm2=0.01648
export IMPL_track_usage=0.1237
export IMPL_cts_htree_levels=2
export IMPL_max_vdd_ir_drop_v=0.0002656
export IMPL_netlist_instances=526
export IMPL_gr_total_overflow=0
export IMPL_power_per_cell_area_mw_per_mm2=151.9
export IMPL_tritoncts="built"
export IMPL_cts_inserted_buffers=5
export IMPL_startpoint_of_the_most_critical_register_to_register_path="cnt_clk_100Hz[0]"
export IMPL_timing_fmax_mhz=399.6
export IMPL_post_cts_setup_buffers=0
export IMPL_synth_main_ff_cell="sky130_fd_sc_hd__dfrtp_1"
export IMPL_synth_lib_cells_used_distinct=58
export IMPL_ys_top_cells_by_area="sky130_fd_sc_hd__dfrtp_1, sky130_fd_sc_hd__xor2_1, sky130_fd_sc_hd__nand2_1"
layout make-up:
| type | instances | area share |
|---|---|---|
| Multi-Input combinational cell | 398 | 0.4809 |
| Sequential cell | 83 | 0.3969 |
| Tap cell | 211 | 0.05036 |
| Timing Repair Buffer | 17 | 0.02959 |
| Clock buffer | 7 | 0.02721 |
| Inverter | 21 | 0.01504 |
logic make-up (layout without fill, tap and decap cells):
| group | after synthesis | count (layout) | share of synthesized area |
|---|---|---|---|
| xor gates and xnor gates | 52 | 52 | 0.09506 |
| DFF | 83 | 83 | 0.4343 |
| AOI/OAI and AO/OA | 63 | 63 | 0.08671 |
| muxes | 7 | 7 | 0.01593 |
| and+or+nand+nor | 261 | 261 | 0.2870 |
| adders and majority gates | 15 | 15 | 0.03917 |
| buffers and inverters | 45 | 45 | 0.04178 |
state kept, by name (all words and copies together), names as in the netlist, named ones only:
signal / flops
clk_100Hz: 1
cnt_clk_100Hz: 32
cnt: 32
lcd_rs: 1
lcd_data: 8
lcd_rw: 1
state: 5
worst min path at each step:
| stage | start | endpoint | slack [ns] | cells after the start |
|---|---|---|---|---|
| 4_1_cts | rst | cnt_clk_100Hz[0] | 0.40 | 1 |
| 5_1_grt | rst | cnt_clk_100Hz[0] | 0.42 | 1 |
| 6_report | rst | cnt_clk_100Hz[0] | 0.38 | 1 |
per-stage QoR:
stage	instances	setup slack, ns
3_5_place_dp	730	1.133
3_3_place_gp	730	1.187
6_report	737	1.097
5_1_grt	737	0.8380
4_1_cts	737	1.097
2_1_floorplan	526	1.486
report_power, final:
part / switching, mW / leakage (nW) / internal, mW / total [mW]
Combinational: 0.0170 / 1.08 / 0.00141 / 0.0184
Clock: 0.136 / 0.0700 / 0.270 / 0.406
Sequential: 0 / 1.13 / 0.371 / 0.371
Total: 0.153 / 2.28 / 0.643 / 0.796
layout by cell type (no fill, tap or decap), types with 6 or more instances in the layout:
cell,n
sky130_fd_sc_hd__xor2_1,30
sky130_fd_sc_hd__nand2_1,66
sky130_fd_sc_hd__ha_1,15
sky130_fd_sc_hd__nor4_1,20
sky130_fd_sc_hd__and3_1,7
sky130_fd_sc_hd__clkdlybuf4s50_1,11
sky130_fd_sc_hd__nor2_2,30
sky130_fd_sc_hd__or3_1,9
sky130_fd_sc_hd__nor2_1,47
sky130_fd_sc_hd__nor2b_1,8
sky130_fd_sc_hd__buf_4,6
sky130_fd_sc_hd__o21ai_0,20
sky130_fd_sc_hd__dfrtp_1,80
sky130_fd_sc_hd__nand4_1,13
sky130_fd_sc_hd__a21oi_1,9
sky130_fd_sc_hd__nand3_1,25
sky130_fd_sc_hd__inv_1,20
sky130_fd_sc_hd__xnor2_1,22
sky130_fd_sc_hd__nor3_1,14
metal layers:
layer  part of all wire  GRT usage  wire [um]
met1               0.52     0.1971       4731
met2               0.46     0.1952       4170
met3              0.020    0.01271        184
met4             0.0067   0.007612         61
met5                  0          0          0
Power and IR drop assume default switching activity.
