File: flow/design.v
`timescale 1ns/1ps
module mlp_error #(
    parameter W    = 8,
    parameter FRAC = 6
)(
    input               clk,
    input               rst_n,
    input               y_in,    
    input               is_O,    
    output reg signed [W-1:0] err_out
);
    wire signed [W-1:0] target   = is_O ? (1 <<< FRAC) : 0;
    wire signed [W-1:0] output_q = y_in ? (1 <<< FRAC) : 0;
    always @(posedge clk) begin
        if (!rst_n)
            err_out <= 0;
        else
            err_out <= target - output_q;
    end
endmodule
`timescale 1ns/1ps
module mlp_hidden_score #(
    parameter W = 8,
    parameter N = 8                
)(
    input                       clk,
    input                       rst_n,
    input        [15:0]         x,                  
    input  signed [N*W-1:0]     b_h_bus,
    input  signed [N*16*W-1:0]  w_h_bus,
    output reg signed [N*(W+5)-1:0] h_raw_bus       
);
    localparam HRAW_W = W + 5;
    reg signed [HRAW_W-1:0] h_raw [0:N-1];
    integer i, j, k;
    reg signed [W-1:0]      weight;
    reg signed [W-1:0]      bias;
    reg signed [HRAW_W-1:0] sum;
    reg signed [HRAW_W-1:0] weight_ext;
    reg signed [HRAW_W-1:0] bias_ext;
    function integer idx;
        input integer neuron;
        input integer input_idx;
        begin
            idx = (neuron * 16 + input_idx) * W;
        end
    endfunction
    always @(posedge clk) begin
        if (!rst_n) begin
            for (i = 0; i < N; i = i + 1)
                h_raw[i] <= 0;
        end else begin
            for (i = 0; i < N; i = i + 1) begin
                bias     = b_h_bus[i*W +: W];
                bias_ext = {{(HRAW_W-W){bias[W-1]}}, bias};
                sum      = bias_ext;
                for (j = 0; j < 16; j = j + 1) begin
                    weight     = w_h_bus[idx(i,j) +: W];
                    weight_ext = {{(HRAW_W-W){weight[W-1]}}, weight};
                    sum        = sum + (x[j] ? weight_ext : -weight_ext);
                end
                h_raw[i] <= sum;
            end
        end
    end
    always @(*) begin
        for (k = 0; k < N; k = k + 1)
            h_raw_bus[k*HRAW_W +: HRAW_W] = h_raw[k];
    end
endmodule
`timescale 1ns/1ps
module mlp_output_score #(
    parameter W = 8,
    parameter N = 8
)(
    input                       clk,
    input                       rst_n,
    input  signed [N*(W+5)-1:0] h_raw_bus,         
    input  signed [N*W-1:0]     w_o_bus,
    input  signed [W-1:0]       b_o,
    output reg signed [W+4:0]   y_score,           
    output reg signed [N*(W+5)-1:0] h_act_bus     
);
    localparam HRAW_W = W + 5;
    reg signed [HRAW_W-1:0] h_act [0:N-1];
    integer i, k;
    reg signed [HRAW_W-1:0] h_val;
    reg signed [W-1:0]      w_val;
    reg signed [HRAW_W-1:0] b_ext;
    reg signed [HRAW_W-1:0] w_ext;
    always @(posedge clk) begin
        if (!rst_n) begin
            y_score <= 0;
            for (i = 0; i < N; i = i + 1)
                h_act[i] <= 0;
        end else begin
            for (i = 0; i < N; i = i + 1) begin
                h_val    = h_raw_bus[i*HRAW_W +: HRAW_W];
                h_act[i] <= (h_val > 0) ? h_val : 0;
            end
            b_ext   = {{(HRAW_W-W){b_o[W-1]}}, b_o};
            y_score = b_ext;
            for (i = 0; i < N; i = i + 1) begin
                w_val = w_o_bus[i*W +: W];
                w_ext = {{(HRAW_W-W){w_val[W-1]}}, w_val};
                if (h_act[i] > 0) begin
                    if (h_act[i] > (1 << (HRAW_W-2))) begin
                        y_score = y_score + w_ext;
                    end else if (h_act[i] > (1 << (HRAW_W-3))) begin
                        y_score = y_score + ((w_ext * 3) >>> 2);
                    end else begin
                        y_score = y_score + (w_ext >>> 1);
                    end
                end
            end
        end
    end
    always @(*) begin
        for (k = 0; k < N; k = k + 1)
            h_act_bus[k*HRAW_W +: HRAW_W] = h_act[k];
    end
endmodule
`timescale 1ns/1ps
module mlp_update #(
    parameter W    = 8,
    parameter N    = 8,
    parameter FRAC = 6
)(
    input                       clk,
    input                       rst_n,
    input                       learn,
    input        [15:0]         x,
    input  signed [W-1:0]       err,
    input  signed [N*(W+5)-1:0] h_act_bus,
    output signed [N*W-1:0]     w_o_bus,
    output signed [W-1:0]       b_o_out,
    output signed [N*16*W-1:0]  w_h_bus,
    output signed [N*W-1:0]     b_h_bus
);
    localparam HRAW_W = W + 5;
    reg signed [W-1:0] w_o [0:N-1];
    reg signed [W-1:0] b_o;
    reg signed [W-1:0] w_h [0:N-1][0:15];
    reg signed [W-1:0] b_h [0:N-1];
    integer i, j;
    reg signed [HRAW_W-1:0] h_val;
    reg signed [W-1:0]      delta_o;
    reg signed [W-1:0]      delta_bh;
    reg signed [W-1:0]      delta_h;
    reg signed [W-1:0]      delta_bo;
    function signed [W-1:0] get_random_weight;
        input integer idx1;
        input integer idx2;  
        reg [31:0] hash_val;
        begin
            hash_val = (idx1 * 32'h9E3779B9) ^ (idx2 * 32'h5F356495);
            hash_val = hash_val ^ (hash_val >> 16);
            hash_val = hash_val * 32'h85EBCA6B;
            hash_val = hash_val ^ (hash_val >> 13);
            hash_val = hash_val * 32'hC2B2AE35;
            hash_val = hash_val ^ (hash_val >> 16);
            get_random_weight = $signed({1'b0, hash_val[3:0]}) - 8'sd8;
        end
    endfunction
    always @(posedge clk) begin
        if (!rst_n) begin
            b_o <= 0;
            for (i = 0; i < N; i = i + 1) begin
                w_o[i] <= get_random_weight(i, 100);     
                b_h[i] <= get_random_weight(i, 200);     
                for (j = 0; j < 16; j = j + 1)
                    w_h[i][j] <= get_random_weight(i, j);  
            end
        end else if (learn) begin
            for (i = 0; i < N; i = i + 1) begin
                h_val   = h_act_bus[i*HRAW_W +: HRAW_W];
                delta_o = ((err * (h_val > 0)) >>> (FRAC-1));
                if (w_o[i] + delta_o > 127)      w_o[i] <= 127;
                else if (w_o[i] + delta_o < -128) w_o[i] <= -128;
                else                              w_o[i] <= w_o[i] + delta_o;
                delta_bh = ((err * w_o[i]) >>> (FRAC-1));
                if (b_h[i] + delta_bh > 127)      b_h[i] <= 127;
                else if (b_h[i] + delta_bh < -128) b_h[i] <= -128;
                else                               b_h[i] <= b_h[i] + delta_bh;
                for (j = 0; j < 16; j = j + 1) begin
                    delta_h = ((err * w_o[i] * (x[j] ? 1 : -1)) >>> (2*FRAC-1));
                    if (w_h[i][j] + delta_h > 127)      w_h[i][j] <= 127;
                    else if (w_h[i][j] + delta_h < -128) w_h[i][j] <= -128;
                    else                                 w_h[i][j] <= w_h[i][j] + delta_h;
                end
            end
            delta_bo = (err >>> 3);
            if (b_o + delta_bo > 127)      b_o <= 127;
            else if (b_o + delta_bo < -128) b_o <= -128;
            else                            b_o <= b_o + delta_bo;
        end
    end
    genvar gi, gj;
    generate
        for (gi = 0; gi < N; gi = gi + 1) begin : pack_params
            assign w_o_bus[gi*W +: W] = w_o[gi];
            assign b_h_bus[gi*W +: W] = b_h[gi];
            for (gj = 0; gj < 16; gj = gj + 1) begin : pack_hidden_w
                assign w_h_bus[(gi*16+gj)*W +: W] = w_h[gi][gj];
            end
        end
    endgenerate
    assign b_o_out = b_o;
endmodule
`timescale 1ns/1ps
module mlp_OX #(
    parameter W    = 8,
    parameter N    = 8,
    parameter FRAC = 6
)(
    input              clk,
    input              rst_n,
    input      [15:0]  x,
    input              learn,
    input              is_O,
    output             y,                  
    output      [6:0]  o_prob_pct,        
    output signed [W+4:0] y_score_out,    
    output signed [W+9:0] hidden_score    
);
    localparam HRAW_W = W + 5;
    wire signed [N*HRAW_W-1:0] h_raw_bus;
    wire signed [N*HRAW_W-1:0] h_act_bus;
    wire signed [N*16*W-1:0]   w_h_bus;
    wire signed [N*W-1:0]      b_h_bus;
    wire signed [N*W-1:0]      w_o_bus;
    wire signed [W-1:0]        b_o_bus;
    wire signed [W+4:0]        y_score;
    wire signed [W-1:0]        err_s3;
    wire [W-1:0] prob_q;
    wire [6:0]   prob_pct;
    mlp_hidden_score #(.W(W), .N(N)) u_hidden (
        .clk(clk),
        .rst_n(rst_n),
        .x(x),
        .b_h_bus(b_h_bus),
        .w_h_bus(w_h_bus),
        .h_raw_bus(h_raw_bus)
    );
    mlp_output_score #(.W(W), .N(N)) u_output (
        .clk(clk),
        .rst_n(rst_n),
        .h_raw_bus(h_raw_bus),
        .w_o_bus(w_o_bus),
        .b_o(b_o_bus),
        .y_score(y_score),
        .h_act_bus(h_act_bus)
    );
    mlp_error #(.W(W), .FRAC(FRAC)) u_error (
        .clk(clk),
        .rst_n(rst_n),
        .y_in(y_score > 0),
        .is_O(is_O),
        .err_out(err_s3)
    );
    mlp_update #(.W(W), .N(N), .FRAC(FRAC)) u_update (
        .clk(clk),
        .rst_n(rst_n),
        .learn(learn),
        .x(x),
        .err(err_s3),
        .h_act_bus(h_act_bus),
        .w_o_bus(w_o_bus),
        .b_o_out(b_o_bus),
        .w_h_bus(w_h_bus),
        .b_h_bus(b_h_bus)
    );
    reg signed [W+9:0] hidden_sum;
    integer hi;
    reg signed [HRAW_W-1:0] h_tmp;
    always @(*) begin
        hidden_sum = 0;
        for (hi = 0; hi < N; hi = hi + 1) begin
            h_tmp = h_raw_bus[hi*HRAW_W +: HRAW_W];
            hidden_sum = hidden_sum
                       + {{( (W+10) - HRAW_W){h_tmp[HRAW_W-1]}}, h_tmp};
        end
    end
    sigmoid_fixed #(
        .W     (W),
        .FRAC  (FRAC),
        .SHIFT (6),    
        .CLIP_X(4)     
    ) u_prob_conv (
        .z  (y_score),
        .p_q(prob_q)
    );
    prob_to_percent #(
        .W(W),
        .FRAC(FRAC)
    ) u_prob_pct (
        .p_q    (prob_q),
        .percent(prob_pct)
    );
    assign y            = (y_score > 0);    
    assign o_prob_pct   = prob_pct;         
    assign y_score_out  = y_score;          
    assign hidden_score = hidden_sum;       
endmodule
`timescale 1ns/1ps
module prob_to_percent #(
    parameter W    = 8,
    parameter FRAC = 6
)(
    input      [W-1:0] p_q,           
    output reg [6:0]   percent        
);
    wire [W+6:0] p_times100;   
    assign p_times100 = p_q * 7'd100;
    always @(*) begin
        if ( ((p_times100 + (1<<(FRAC-1))) >>> FRAC) > 7'd100 )
            percent = 7'd100;
        else
            percent = (p_times100 + (1<<(FRAC-1))) >>> FRAC;
    end
endmodule
`timescale 1ns/1ps
module sigmoid_fixed #(
    parameter W      = 8,    
    parameter FRAC   = 6,    
    parameter SHIFT  = 8,    
    parameter CLIP_X = 8     
)(
    input  signed [W+4:0] z,     
    output reg   [W-1:0]  p_q    
);
    reg signed [W+4:0] x;
    reg [7:0] fraction;
    reg signed [W+FRAC+8:0] tmp_high_prec;
    always @* begin
        x = z >>> SHIFT;         
        fraction = z[SHIFT-1:0];  
        if (x == 0) begin
            tmp_high_prec = 512 + fraction; 
        end
        else if (x == 1) begin
            tmp_high_prec = 768 + (fraction >>> 1);
        end
        else if (x == 2) begin
            tmp_high_prec = 896 + (fraction >>> 2);
        end
        else if (x == 3) begin
            tmp_high_prec = 960 + (fraction >>> 3);
        end
        else if (x >= 4) begin
            tmp_high_prec = 1024;  
        end
        else if (x == -1) begin
            tmp_high_prec = 256 + fraction;
        end
        else if (x == -2) begin
            tmp_high_prec = 128 + (fraction >>> 1);
        end
        else if (x == -3) begin
            tmp_high_prec = 64 + (fraction >>> 2);
        end
        else if (x == -4) begin
            tmp_high_prec = 32 + (fraction >>> 3);
        end
        else begin  
            tmp_high_prec = 0;
        end
        if (tmp_high_prec < 0) 
            p_q = 0;
        else if (tmp_high_prec > 1024) 
            p_q = 64;  
        else
            p_q = (tmp_high_prec + 8) >>> 4;
    end
endmodule
File: flow/run.sh
#!/bin/bash
# OpenROAD 26Q1-2900-gdf79404cd8, Yosys 0.63+post, stock flow scripts
make -C /OpenROAD-flow-scripts/flow DESIGN_CONFIG=/design/flow/config.mk WORK_HOME=/design/flow/orfs finish
File: flow/config.mk
export PLATFORM = sky130hd
export DESIGN_NAME = mlp_OX
export DESIGN_NICKNAME = mlp_OX
export VERILOG_FILES = /design/flow/design.v
export SDC_FILE = /design/flow/constraint.sdc
export NUM_CORES = 4
export LEC_CHECK = 1
export CORE_UTILIZATION = 40
File: flow/constraint.sdc
current_design mlp_OX

set clk_period 17.3
set clk_io_pct 0.2

create_clock -name clk0 -period $clk_period [get_ports {clk}]

set non_clock_inputs [all_inputs -no_clocks]
set_input_delay [expr $clk_period * $clk_io_pct] -clock clk0 $non_clock_inputs
set_output_delay [expr $clk_period * $clk_io_pct] -clock clk0 [all_outputs]
==> results.cfg <==
; synthesis and place-and-route metrics
[worst_setup_path]
slowest_delay_ns = 0.58
cp_data_arrival_time_ns = 13.60
worst_path_most_repeated_cell = ha_1
critPathLaunchType = flip-flop
critPathMaxFanout = 9
end_kind = flip-flop
critical_path_class = flip-flop to flip-flop
worstPathRequired_ns = 18.20
slowest_stage = dfxtp_1

[synth]
async_flop_share = 0
edf_count = 0
ys.flop_type = dfxtp_1
yosysSeqAreaShare = 0.0739
ys_seq_elements = 1381
ys_top_cells_by_area = fa_1 29%, ha_1 24%, inv_1 8.8%
synth_warnings = 12
syn_inst = 41200
synth_area_sq_um = 374000
netlist_top_cells_count = 8,739 x inv_1, 7,039 x ha_1, 5,496 x fa_1
synthMostInstantiatedCell = inv_1
ys_chip_area_sq_um = 374000
top_area_frac = 0.294
ys_types = 88
yosysCellCount = 41200
postSynthAreaPerCell_sq_um = 9.08
yosysTopAreaCell = fa_1

[drt]
drtIter0Drc = 10700
vias = 263000
post-route-drc-count = 0
via_per_inst = 4.93
routed_wl_um = 924000
ant_nets = 0
first_pass_iters = 7
wire_per_inst_um = 17.3

[timing]
hold_viol_final = 0
fin_skew_ns = 0.0560
rsz0062_at_grt = no
fmax_mhz = 78.7
max-slew-margin-rel = 0.269
tns_ns = 0
setup_viol = 0
tightest_slew_ns = 1.09
slew_violations = 0
fin_crit_sh = 0.734
min_period_ns = 12.70

[final_layout]
area_growth_pct = 6.05
fillers = 87200
layout-drive-gt1-share = 0.0285
fin_area_sq_um = 397000

[clocking]
cts_resized = 0
clockBufferDepth = 4
clkTransAtPathRegs_ns = 0.06
cts_tree = built
cts_setup_buffers = 0
cts_buffers = 191
clock_sinks = 1381
htreeDepth = 4
cts.root.buffer_cell = clkbuf_16
cts_hold_buf = 0
clkLatencyLatePin_ns = 1.00

[global_routing]
grt_max_degree = 116
grt_usage = 0.212
grt_pass1_vias = 270000
gr-total-overflow = 0
grt_pass1_wl_um = 1500000
grt_antenna_before_repair = 27

[placed_design]
globalplace.congestion = 0.973
port_buffers = 58
dpl.hpwl_um = 774000
dpl_cell_area_sq_um = 390000

[flow_run]
cap_violations = 0
tool_warnings = 59

[die]
fp.dieH_um = 969
fp_util = 0.402
fp-row-count = 354
die_area_sq_um = 939000
die-width_um = 969
core-area_sq_um = 931000
io_pins = 59

[min_path]
hold_class = flip-flop to flip-flop

[run_status]
status = complete, no violations
## worst paths after layout
kind / slack, ns / end / cells past startpoint / start
setup / recovery: 4.60 / u_output.y_score[12] / 58 / u_update.w_o[0][2]
hold / removal: 0.51 / u_output.h_act[1][7] / 1 / u_hidden.h_raw[1][7]
setup reg to reg: 4.60 / u_output.y_score[12] / 58 / u_update.w_o[0][2]
hold reg to reg: 0.51 / u_output.h_act[1][7] / 1 / u_hidden.h_raw[1][7]
## sequential cells by signal (all words and copies together), names as in the netlist
| signal | flops |
|---|---|
| u_hidden.h_raw | 104 |
| u_update.w_h | 1024 |
| u_error.err_out | 2 |
| u_update.b_h | 64 |
| u_output.y_score | 13 |
| u_update.b_o | 6 |
| u_output.h_act | 104 |
| u_update.w_o | 64 |
## layer usage
layer / routed length, um / GRT usage
met5: 642 / 0.00438
met4: 28400 / 0.0469
met3: 81700 / 0.0759
met2: 410000 / 0.326
met1: 403000 / 0.296
## cell type report
| type | instances | area [sq um] | share of cell area |
|---|---|---|---|
| clock inverter | 103 | 1400 | 0.00353 |
| multi-input combinational | 30000 | 310000 | 0.782 |
| antenna | 12 | 30.0 | 0.0000757 |
| tap | 12500 | 15600 | 0.0393 |
| sequential | 1381 | 27700 | 0.0697 |
| inverter | 8758 | 32900 | 0.0830 |
| timing repair buffer | 467 | 3810 | 0.00960 |
| clock buffer | 243 | 5260 | 0.0133 |
## layout by cell type, fill, tap and decap left out, types with 29 or more instances in the layout
master	n
ha_1	7031
a21oi_1	2771
o21ai_1	56
or3_1	39
a21boi_0	51
inv_1	8725
o21ai_0	1733
a41oi_1	128
or2_2	47
dfxtp_1	1379
clkbuf_8	38
clkdlybuf4s50_1	40
buf_4	402
nand2b_1	266
a31oi_1	165
a21o_1	572
and2_1	327
nor4b_1	42
a31o_2	29
nor3_1	391
o21bai_1	636
a211oi_1	69
xor2_1	1108
mux2_2	221
o21a_1	63
maj3_1	494
clkbuf_16	193
nor2b_1	552
and3_1	48
nor4_1	60
xnor2_1	2875
nor2_1	2229
nand2_1	1294
a221o_1	273
o221ai_1	62
mux2i_1	148
fa_1	5488
nand3_1	281
## cells by family (layout without fill, tap and decap cells)
kind of cell,Yosys count,count (layout),share of synthesized area
adder cells (fa/ha/maj),13000,13000,0.543
buffers and inverters,9848,9571,0.0988
AND-OR/OR-AND,6849,6849,0.110
AND/OR/NAND/NOR,5679,5679,0.0697
XOR/XNOR,4025,4025,0.0944
flip-flops,1381,1381,0.0739
multiplexers,369,369,0.0106
other,2,23,0.0000201
## metrics by stage
step	hold slack (ns)	setup WS [ns]	std cells	util
global placement	0.490	4.03	53000	0.419
global route	0.542	3.53	53400	0.426
detailed placement	0.504	4.61	53000	0.419
finish	0.508	4.60	53400	0.426
CTS	0.517	4.53	53400	0.426
floorplan	0.453	6.21	41200	-
## critical path: cells and delay by family (launching register included)
| kind | cells | cell delay (ns) |
|---|---|---|
| XOR/XNOR | 10 | 1.62 |
| AND-OR/OR-AND | 20 | 4.11 |
| multiplexers | 1 | 0.29 |
| flip-flops | 1 | 0.58 |
| AND/OR/NAND/NOR | 16 | 2.68 |
| adder cells (fa/ha/maj) | 11 | 3.34 |
