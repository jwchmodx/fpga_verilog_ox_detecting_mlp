$ cat flow/design.v
`timescale 1ns/1ps
module train_controller #(
    parameter NUM_EPOCHS = 20,
    parameter NUM_TRAIN_O = 100,
    parameter NUM_TRAIN_X = 100
)(
    input clk,
    input rst_n,
    input btn_train,            
    output reg [15:0] train_x,      
    output reg train_learn,         
    output reg train_is_O,          
    output reg training_active,     
    output reg [7:0] current_epoch,  
    output reg [7:0] current_sample,  
    output reg training_done        
);
    reg [15:0] train_O [0:99];
    reg [15:0] train_X [0:99];
    initial begin
        train_O[0]  = 16'b1111100110011111;
        train_O[1]  = 16'b1111100110011110;
        train_O[2]  = 16'b1111100110011101;
        train_O[3]  = 16'b1111100110011011;
        train_O[4]  = 16'b1111100110001111;
        train_O[5]  = 16'b1111100100011111;
        train_O[6]  = 16'b1111000110011111;
        train_O[7]  = 16'b0111100110011111;
        train_O[8]  = 16'b1111110110011111;
        train_O[9]  = 16'b1111100111011111;
        train_O[10] = 16'b1111100010011111;
        train_O[11] = 16'b1110100110011111;
        train_O[12] = 16'b1111100010011110;
        train_O[13] = 16'b1111100110001110;
        train_O[14] = 16'b1111100110010111;
        train_O[15] = 16'b1111000110010111;
        train_O[16] = 16'b1111100110010011;
        train_O[17] = 16'b1110100110010111;
        train_O[18] = 16'b1111000110001111;
        train_O[19] = 16'b1111000010011111;
        train_O[20] = 16'b1101100110011111;
        train_O[21] = 16'b0111000110011111;
        train_O[22] = 16'b0111100110010111;
        train_O[23] = 16'b0111100100011111;
        train_O[24] = 16'b1111100111011101;
        train_O[25] = 16'b1111100011001111;
        train_O[26] = 16'b1111100110011100;
        train_O[27] = 16'b1111100110000111;
        train_O[28] = 16'b1111100100011011;
        train_O[29] = 16'b1111100110010101;
        train_O[30] = 16'b1111100110001011;
        train_O[31] = 16'b1101100110001111;
        train_O[32] = 16'b1111100011011111;
        train_O[33] = 16'b1111000010010111;
        train_O[34] = 16'b1111000110011001;
        train_O[35] = 16'b1111100111001111;
        train_O[36] = 16'b1111100110111111;
        train_O[37] = 16'b1111100110011010;
        train_O[38] = 16'b1111100100011101;
        train_O[39] = 16'b1110100110011101;
        train_O[40] = 16'b1111100010011101;
        train_O[41] = 16'b1111100010011001;
        train_O[42] = 16'b0111100010011111;
        train_O[43] = 16'b1101100110011101;
        train_O[44] = 16'b1110100110010010;
        train_O[45] = 16'b1111100010011010;
        train_O[46] = 16'b0111100110001111;
        train_O[47] = 16'b1111100000011111;
        train_O[48] = 16'b1110000110011111;
        train_O[49] = 16'b1011100110011111;
        train_O[50] = 16'b1111100100010111;
        train_O[51] = 16'b1111100110010100;
        train_O[52] = 16'b1111100110111101;
        train_O[53] = 16'b1111100110001101;
        train_O[54] = 16'b1111100101011111;
        train_O[55] = 16'b1111100110011111;
        train_O[56] = 16'b1111100010111111;
        train_O[57] = 16'b1111100110000011;
        train_O[58] = 16'b1111100110011000;
        train_O[59] = 16'b1110100110001111;
        train_O[60] = 16'b1110110110011111;
        train_O[61] = 16'b1111100110110111;
        train_O[62] = 16'b1111100100001111;
        train_O[63] = 16'b1111100100011100;
        train_O[64] = 16'b1111000110010011;
        train_O[65] = 16'b1111100010101111;
        train_O[66] = 16'b1101100100011111;
        train_O[67] = 16'b1111100010110111;
        train_O[68] = 16'b0111100110111111;
        train_O[69] = 16'b1111100111001011;
        train_O[70] = 16'b1111100110010010;
        train_O[71] = 16'b1111100110101111;
        train_O[72] = 16'b0111100110011011;
        train_O[73] = 16'b1111100111010111;
        train_O[74] = 16'b1111100000010111;
        train_O[75] = 16'b0111100010011011;
        train_O[76] = 16'b1110100110001101;
        train_O[77] = 16'b1111100110111011;
        train_O[78] = 16'b1111100111101111;
        train_O[79] = 16'b1111100111000111;
        train_O[80] = 16'b1111110110001111;
        train_O[81] = 16'b0111100110000111;
        train_O[82] = 16'b1110100010011111;
        train_O[83] = 16'b1111000010011011;
        train_O[84] = 16'b1110100111001111;
        train_O[85] = 16'b1111100010001111;
        train_O[86] = 16'b1111100100111111;
        train_O[87] = 16'b1101110110011111;
        train_O[88] = 16'b1111100110110011;
        train_O[89] = 16'b1111100000111111;
        train_O[90] = 16'b1111000110001101;
        train_O[91] = 16'b0111100010001111;
        train_O[92] = 16'b1111100100111101;
        train_O[93] = 16'b1110100110011010;
        train_O[94] = 16'b1111100011001110;
        train_O[95] = 16'b1111100110011111;
        train_O[96] = 16'b1111100010000111;
        train_O[97] = 16'b1110000110010111;
        train_O[98] = 16'b1111100111001110;
        train_O[99] = 16'b1111100100011110;
        train_X[0]  = 16'b1001011001101001;
        train_X[1]  = 16'b1001011000101001;
        train_X[2]  = 16'b1001001001101001;
        train_X[3]  = 16'b1001011001001001;
        train_X[4]  = 16'b1001011001100001;
        train_X[5]  = 16'b1001011001101011;
        train_X[6]  = 16'b1001001000101001;
        train_X[7]  = 16'b0001001001001000;
        train_X[8]  = 16'b1001001000101101;
        train_X[9]  = 16'b1001011001001001;
        train_X[10] = 16'b1001010000101001;
        train_X[11] = 16'b1101011001101001;
        train_X[12] = 16'b1001011001101101;
        train_X[13] = 16'b0101011001101010;
        train_X[14] = 16'b1001110001101001;
        train_X[15] = 16'b1001011001111001;
        train_X[16] = 16'b1101011001100001;
        train_X[17] = 16'b1001001001100101;
        train_X[18] = 16'b0001011001101001;
        train_X[19] = 16'b1001011001001000;
        train_X[20] = 16'b1001010001001001;
        train_X[21] = 16'b1000011001101000;
        train_X[22] = 16'b1001001000101000;
        train_X[23] = 16'b0001001000101000;
        train_X[24] = 16'b1001011000111001;
        train_X[25] = 16'b1001001101101101;
        train_X[26] = 16'b1011011000101001;
        train_X[27] = 16'b1001011101101001;
        train_X[28] = 16'b0001011001110001;
        train_X[29] = 16'b1101001000101011;
        train_X[30] = 16'b1000011000101001;
        train_X[31] = 16'b1001011000100001;
        train_X[32] = 16'b0000011001101001;
        train_X[33] = 16'b1001000000101001;
        train_X[34] = 16'b1001011000100011;
        train_X[35] = 16'b0001010000101001;
        train_X[36] = 16'b1001010001101001;
        train_X[37] = 16'b1001011000100101;
        train_X[38] = 16'b1001001000101000;
        train_X[39] = 16'b0011011000101001;
        train_X[40] = 16'b1000011000100001;
        train_X[41] = 16'b0001011000001001;
        train_X[42] = 16'b1000010001101001;
        train_X[43] = 16'b1001011000001001;
        train_X[44] = 16'b1001011000100010;
        train_X[45] = 16'b1001011000100100;
        train_X[46] = 16'b1001001000101010;
        train_X[47] = 16'b0001010001100001;
        train_X[48] = 16'b0101011001100001;
        train_X[49] = 16'b1001010001101011;
        train_X[50] = 16'b1001010001001000;
        train_X[51] = 16'b1001011000101101;
        train_X[52] = 16'b1001001001101010;
        train_X[53] = 16'b1000011000101011;
        train_X[54] = 16'b1001011000001101;
        train_X[55] = 16'b1001110000101001;
        train_X[56] = 16'b1001011100101001;
        train_X[57] = 16'b0101011000101001;
        train_X[58] = 16'b1000011001001001;
        train_X[59] = 16'b0001011000101001;
        train_X[60] = 16'b1000011000101000;
        train_X[61] = 16'b1001001000001001;
        train_X[62] = 16'b1000011000100000;
        train_X[63] = 16'b1001011000001000;
        train_X[64] = 16'b1001001001101000;
        train_X[65] = 16'b1001001001101011;
        train_X[66] = 16'b1101011000101001;
        train_X[67] = 16'b1001011000001100;
        train_X[68] = 16'b1001010000101101;
        train_X[69] = 16'b1100011000101011;
        train_X[70] = 16'b1001011000100110;
        train_X[71] = 16'b1001001000100101;
        train_X[72] = 16'b1000010000101001;
        train_X[73] = 16'b0001001000001001;
        train_X[74] = 16'b1001011100100001;
        train_X[75] = 16'b1001011001100100;
        train_X[76] = 16'b1001011000101010;
        train_X[77] = 16'b0001011000001000;
        train_X[78] = 16'b1000011000100011;
        train_X[79] = 16'b1011011000001001;
        train_X[80] = 16'b1001001001100011;
        train_X[81] = 16'b1001011000000101;
        train_X[82] = 16'b1001011001001101;
        train_X[83] = 16'b1001111001101001;
        train_X[84] = 16'b1001011100101000;
        train_X[85] = 16'b1001010000101010;
        train_X[86] = 16'b1001001100101001;
        train_X[87] = 16'b1001001000001101;
        train_X[88] = 16'b1001001001000001;
        train_X[89] = 16'b1001011001001010;
        train_X[90] = 16'b1001011001100110;
        train_X[91] = 16'b1001001100100001;
        train_X[92] = 16'b1000011100101001;
        train_X[93] = 16'b1001011101100001;
        train_X[94] = 16'b1001001000100011;
        train_X[95] = 16'b0101011000100011;
        train_X[96] = 16'b1101010000101001;
        train_X[97] = 16'b1001011000100000;
        train_X[98] = 16'b1001011001100101;
        train_X[99] = 16'b1000011001101011;
    end
    localparam IDLE         = 3'd0;
    localparam TRAIN_O      = 3'd1;
    localparam TRAIN_X      = 3'd2;
    localparam EPOCH_DONE   = 3'd3;
    localparam ALL_DONE     = 3'd4;
    reg [2:0] state;
    reg [7:0] epoch_cnt;
    reg [7:0] sample_idx;
    reg btn_train_prev;
    reg [19:0] train_delay_cnt;   
    localparam TRAIN_DELAY = 20'd150000;  
    always @(posedge clk or negedge rst_n) begin
        if (~rst_n) begin
            state <= IDLE;
            train_learn <= 0;
            train_is_O <= 0;
            train_x <= 16'b0;
            training_active <= 0;
            training_done <= 0;
            current_epoch <= 0;
            current_sample <= 0;
            epoch_cnt <= 0;
            sample_idx <= 0;
            btn_train_prev <= 0;
            train_delay_cnt <= 0;
        end else begin
            btn_train_prev <= btn_train;
            case (state)
                IDLE: begin
                    training_active <= 0;
                    train_learn <= 0;
                    if (btn_train && !btn_train_prev) begin
                        state <= TRAIN_O;
                        training_active <= 1;
                        training_done <= 0;
                        epoch_cnt <= 0;
                        sample_idx <= 0;
                        current_epoch <= 0;
                        current_sample <= 0;
                    end
                end
                TRAIN_O: begin
                    if (train_delay_cnt < TRAIN_DELAY) begin
                        train_delay_cnt <= train_delay_cnt + 1;
                        train_learn <= 1;
                        train_is_O <= 1;
                        train_x <= train_O[sample_idx];
                        current_sample <= sample_idx;
                    end else begin
                        train_delay_cnt <= 0;
                        if (sample_idx < NUM_TRAIN_O - 1) begin
                            sample_idx <= sample_idx + 1;
                        end else begin
                            sample_idx <= 0;
                            state <= TRAIN_X;
                        end
                    end
                end
                TRAIN_X: begin
                    if (train_delay_cnt < TRAIN_DELAY) begin
                        train_delay_cnt <= train_delay_cnt + 1;
                        train_learn <= 1;
                        train_is_O <= 0;
                        train_x <= train_X[sample_idx];
                        current_sample <= sample_idx + NUM_TRAIN_O;
                    end else begin
                        train_delay_cnt <= 0;
                        if (sample_idx < NUM_TRAIN_X - 1) begin
                            sample_idx <= sample_idx + 1;
                        end else begin
                            sample_idx <= 0;
                            state <= EPOCH_DONE;
                        end
                    end
                end
                EPOCH_DONE: begin
                    train_learn <= 0;
                    current_epoch <= epoch_cnt + 1;
                    if (epoch_cnt < NUM_EPOCHS - 1) begin
                        epoch_cnt <= epoch_cnt + 1;
                        state <= TRAIN_O;
                        train_delay_cnt <= 0;
                    end else begin
                        state <= ALL_DONE;
                    end
                end
                ALL_DONE: begin
                    training_active <= 0;
                    training_done <= 1;
                    train_learn <= 0;
                    if (btn_train && !btn_train_prev) begin
                        state <= IDLE;
                    end
                end
                default: state <= IDLE;
            endcase
        end
    end
endmodule
$ cat flow/run.sh
#!/bin/bash
# OpenROAD 26Q1-2900-gdf79404cd8, Yosys 0.63+post, stock flow scripts
make -C /OpenROAD-flow-scripts/flow DESIGN_CONFIG=/design/flow/config.mk WORK_HOME=/design/flow/orfs finish
$ cat flow/config.mk
export PLATFORM = sky130hd
export DESIGN_NAME = train_controller
export DESIGN_NICKNAME = train_controller
export VERILOG_FILES = /design/flow/design.v
export SDC_FILE = /design/flow/constraint.sdc
export NUM_CORES = 4
export LEC_CHECK = 1
export CORE_UTILIZATION = 30
$ cat flow/constraint.sdc
current_design train_controller

set clk_period 4.9
set clk_io_pct 0.2

create_clock -name clk0 -period $clk_period [get_ports {clk}]

set non_clock_inputs [all_inputs -no_clocks]
set_input_delay [expr $clk_period * $clk_io_pct] -clock clk0 $non_clock_inputs
set_output_delay [expr $clk_period * $clk_io_pct] -clock clk0 [all_outputs]
==> summary.txt <==
run metrics: Post-synth EDFFs=0, critical-path cell list=clkinv_1, ha_1, buf_4, nand2_1, o21ai_0, o21a_1, a2111oi_0, o21ai_0, a22o_1, DRC Markers=0, register area share after synthesis=between 30 and 40%, CP bufs+invs=2, vias in the first global route=approximately 6500, chip height=147.7 um, RSZ-0062 raised after global routing=no, Min Hold Slack=between 0.4 and 0.5 ns, tool warnings=34, diodes inserted=0, Setup Skew=around 0.012 ns, Vias/cell=6.282, share of layout cells above drive strength 1=under 10%, FFs w/ async S/R, synth=100.0%, Tot Pwr=1329 uW, Static Leak=approximately 0.0026 uW, mean post-synth cell area=7.629 um2, Worst slew margin=~45%, Startpoint Class=flop, crit-path leading delay family=AND-OR/OR-AND gates, Max-cap violations=0, Distinct lib cells used=between 70 and 80, Core Area=roughly 20000 um2, port bufs=38, row count=about 52, Slew @ Worst Pin=between 0.8 and 0.9 ns, pre-CTS WS=about 1.6 ns, grt total ovfl=0, Crit. End Element=flop, first-pass GRT wire length=41.33 mm, cycle use final=between 70 and 80%, worst hold path class=reg2reg, outcome=completed, Logic area=roughly 4000 um2, Crit path top cell by count=o21ai_0, final wirelength=around 27 mm, initial antenna violation count=0, CTS Buffer Depth=2, Yosys Instances=between 800 and 900, ys flops=78, setup TNS=0 ns, Final WS setup=1.424 ns, H-tree levels=3, Avg WL per Cell=approximately 25 um, Top Layout Cells=nand2_1 (106), o21ai_0 (92), dfrtp_1 (74), Filler Cells Inserted=roughly 2200, yosys stat area=~6400 um2, Post-CTS Setup Inserts=0, Die W=approximately 150 um, via count=slightly below 7000, Storage cell area=roughly 2000 um2, TritonCTS clock tree=done, Top cell excl fill/tap=nand2_1, synth warn=1, initial DRC count=around 700, DP Wirelength=~18 mm, slowest cell on the critical path=dfrtp_1, Clock Sinks=approximately 78, CTS Hold Bufs=0, number of nets with antenna violations after routing=0, Critical Path AT=roughly 3.7 ns, count of boundary I/O pins=39, gr usage total=between 20% and 30%, Max FO, Critical Path=19, pwr dens=about 190 nW/um2, largest net degree at the start of global routing=approximately 57, VDD IR-drop max=roughly 150 uV, CTS resizes=0, final setup vio count=0, Hold Violations, Final=0, first-pass iteration count of the detailed router=5, GP Congestion=approximately 1.0, minimum clock period=3.476 ns, Post-synth top flop=dfrtp_1, clk latency of the worst-skew pair=approximately 0.35 ns, chip area=roughly 22000 um2, area grow syn2layout=12.61%, fp util=31.08%, Worst Setup Path Type=reg2reg, Worst EP required=slightly above 5 ns, clk root buf=clkbuf_16, Final Max Slew Viols=0, clock slew at reported path FFs=~0.070 ns, Worst path max stage delay=slightly below 0.8 ns, Fmax=287.7 MHz, CTS Buf Count=9, cell count after synthesis=835, Mapped Area=around 6400 um2
final timing paths:
check	start	end	slack, ns	cells after the start
max reg2reg	sample_idx[1]	train_x[6]	1.42	9
min	train_delay_cnt[8]	train_delay_cnt[8]	0.47	1
min reg2reg	train_delay_cnt[8]	train_delay_cnt[8]	0.47	1
min in group asynchronous	rst_n	train_delay_cnt[1]	0.54	1
max in group asynchronous	rst_n	sample_idx[4]	3.29	2
max	sample_idx[1]	train_x[6]	1.42	9
cells by family after synthesis:
kind of cell             count (synthesis)  synth area share (%)
adder cells (fa/ha/maj)                 14                 2.750
buffers and inverters                   97                 6.344
AND/OR/NAND/NOR                        288                 22.22
flip-flops                              78                 30.66
AND-OR/OR-AND                          346                 36.06
XOR/XNOR                                 6                0.8250
multiplexers                             6                 1.139
cell usage after synthesis (all sizes together) (3+ instances only):
library cell,number,area (um2)
a211o,4,35.03
ha,14,175.2
a22oi,6,45.04
nand3,28,140.1
xor2,4,35.03
a41oi,3,26.28
a311oi,8,70.07
a32oi,3,26.28
a21o,4,30.03
a21oi,68,351.6
buf,32,160.1
o311ai,4,35.03
nand2b,28,175.2
a2bb2oi,4,35.03
a22o,10,87.58
and2,17,106.4
and3,11,68.82
o31ai,18,135.1
dfrtp,77,1927
nand4,11,68.82
mux2,4,52.55
o211ai,10,80.07
nor3,15,75.07
a21boi,5,41.29
a31oi,22,137.6
o221ai,7,61.31
nor2b,20,125.1
o21ai,105,529.3
clkbuf,51,191.4
a2111oi,4,35.03
nor2,37,146.4
o22ai,8,50.05
o41ai,8,92.59
o2111ai,5,43.79
o31a,4,35.03
inv,13,48.80
a32o,5,50.05
a211oi,12,90.09
a221oi,4,35.03
nand2,106,397.9
or3,4,25.02
or4,4,33.78
report_power, final:
part	internal, uW	total, uW	leakage (uW)	switching, uW
clock	348	639	0.000127	291
combinational	15.6	33.1	0.00150	17.5
sequential	651	657	0.000988	6.07
per-stage QoR:
step	utilization, %	cell area [um2]	std cells
2_1_floorplan	-	6370	835
6_report	35.00	7173	1098
4_1_cts	35.00	7173	1098
5_1_grt	35.00	7173	1098
3_3_place_gp	33.68	6903	1082
3_5_place_dp	33.68	6903	1082
registers in the layout, indices dropped and copies added (netlist names), named ones only:
name and count:
training_active 1, current_sample 8, train_learn 1, current_epoch 8
train_x 16, train_delay_cnt 20, btn_train_prev 1, sample_idx 8
state 4, training_done 1, train_is_O 1, epoch_cnt 8
area by class of cell:
cell class	instances	area share (%)
Tap cell	270	4.710
Clock inverter	4	0.4710
Inverter	14	0.7326
Multi-Input combinational cell	660	55.94
Sequential cell	78	27.28
Clock buffer	12	3.297
Timing Repair Buffer	60	7.570
worst reg2reg max path, cell delays in order, from the launching register on:
cell and delay, ns:
dfrtp_1 0.77, clkinv_1 0.52, ha_1 0.43, buf_4 0.25, nand2_1 0.24, o21ai_0 0.18, o21a_1 0.21, a2111oi_0 0.38
o21ai_0 0.15, a22o_1 0.23
routing by layer:
layer,GRT usage (%),vias up,part of all wire (%)
met5,0,-,0
met4,9.845,0,4.4
met3,4.945,85,8.4
met2,37.26,396,44
met1,38.24,3309,43
li1,-,3108,-
Power and IR drop assume default switching activity.
